`flow/run.sh`:
```
#!/bin/bash
# OpenROAD 26Q1-2900-gdf79404cd8, Yosys 0.63+post, stock flow scripts
make -C /OpenROAD-flow-scripts/flow DESIGN_CONFIG=/design/flow/config.mk WORK_HOME=/design/flow/orfs finish
```
`flow/config.mk`:
```
export PLATFORM = sky130hd
export DESIGN_NAME = IMAGE_PROCESSOR
export DESIGN_NICKNAME = IMAGE_PROCESSOR
export VERILOG_FILES = /design/flow/design.v
export SDC_FILE = /design/flow/constraint.sdc
export NUM_CORES = 4
export LEC_CHECK = 1
export CORE_UTILIZATION = 30
```
`flow/constraint.sdc`:
```
current_design IMAGE_PROCESSOR

set clk_period 9.4
set clk_io_pct 0.2

create_clock -name clk0 -period $clk_period [get_ports {CLK}]

set non_clock_inputs [all_inputs -no_clocks]
set_input_delay [expr $clk_period * $clk_io_pct] -clock clk0 $non_clock_inputs
set_output_delay [expr $clk_period * $clk_io_pct] -clock clk0 [all_outputs]
```
`flow/design.v`:
```
module IMAGE_PROCESSOR (
	PIXEL_IN,
	CLK,
	VGA_PIXEL_X,
	VGA_PIXEL_Y,
	VGA_VSYNC_NEG,
	RESULT
);
input	[7:0]	PIXEL_IN;
input 		CLK;
input [9:0] VGA_PIXEL_X;
input [9:0] VGA_PIXEL_Y;
input			VGA_VSYNC_NEG;
output [8:0] RESULT;
wire [2:0] RED;
wire [2:0] GREEN;
wire [1:0] BLUE;
assign RED = PIXEL_IN[7:5];
assign GREEN = PIXEL_IN[4:2];
assign BLUE = PIXEL_IN[1:0];
reg [14:0] RED_PIXELS;
reg [14:0] BLUE_PIXELS;
reg [14:0] pixel_count;
reg [9:0] RED_FRAMES;
reg [9:0] BLUE_FRAMES;
reg [9:0] NONE_FRAMES;
wire [8:0] x_coord;
wire [8:0] y_coord;
assign x_coord = pixel_count % 176;
assign y_coord = pixel_count / 144;
always @ (posedge CLK) begin
	if (pixel_count > 25344) begin
		if (BLUE_PIXELS > 1000)
			BLUE_FRAMES = BLUE_FRAMES + 1;
		else 
			NONE_FRAMES = NONE_FRAMES + 1;
		RED_PIXELS = 0;
		BLUE_PIXELS = 0;
		pixel_count = 0;
	end
	if (RED_FRAMES == 10'b1111111111 ||
	    BLUE_FRAMES == 10'b1111111111 ||
		 NONE_FRAMES == 10'b1111111111) begin
		if (RED_FRAMES > 0)
			RED_FRAMES = RED_FRAMES - 1;
		if (BLUE_FRAMES > 0)
			BLUE_FRAMES = BLUE_FRAMES - 1;
		if (NONE_FRAMES > 0)
			NONE_FRAMES = NONE_FRAMES - 1;
	end
	if (RED >= 3'b101 && GREEN <= 3'b011 && BLUE <= 2'b10)
		RED_PIXELS = RED_PIXELS + 1;
	else
		if (RED <= 3'b011 && GREEN <= 3'b011 && BLUE >= 2'b10)
			BLUE_PIXELS = BLUE_PIXELS + 1;
	pixel_count = pixel_count + 1;
end
assign RESULT[0] = RED_FRAMES > BLUE_FRAMES ? 0 : 1;
assign RESULT[1] = (NONE_FRAMES > RED_FRAMES && NONE_FRAMES > BLUE_FRAMES) ? 1 : 0;
endmodule
```
==> notes.md <==
Implementation run completed; key figures follow.

Status:
- The flow ran to the end, and the final reports show no timing, DRC or antenna violations.

Floorplan:
- The run puts the vertical die size at 122 um.
- According to the floorplan report, the placeable core area is 0.0139 sq mm.
- The run puts the top-level I/O count at 39.
- The run puts the total number of placement rows at 43.
- The run puts the area of the chip at 0.0148 sq mm.
- The run gives the starting density of the core as 0.309.
- The run puts the die boundary width at 122 um.

Synthesis:
- The run puts the number of storage elements in the synthesis netlist at 60.
- The run puts the synthesized cell area at 0.00430 sq mm.
- The cell count after synthesis came out at 505.
- The run gives the share of synthesized cell area in full adder, half adder and majority cells as 0.108.
- For this run, asynchronously set or reset flops after synthesis account for 0.
- After synthesis, the cell types taking the most area are dfxtp_1 (23%), ha_1 (11%), xnor2_1 (7.9%).
- Looking at area per cell type in the netlist, the leader is dfxtp_1.
- The run gives the sequential fraction of the synthesis area as 0.303.
- The run gives the share of the synthesized area in the top cell type as 0.233.
- In this run the mean area of a mapped cell was 8.52 sq um.
- In this run, distinct cell masters in the synthesized netlist total 65.
- The run puts the number of cells in the yosys synthesis report at 505.
- Grouping non-sequential cells by family puts the most area in simple AND/OR/NAND/NOR gates.
- The run puts the yosys synthesis chip area at 0.00430 sq mm.
- Of the total synthesized cell area, the portion taken by AND, OR, NAND and NOR gates is 0.249.
- The cell-mix breakdown from Yosys lists the compound-gate area share as 0.137.
- The run puts the total number of yosys warnings at 8.
- The run gives the flip-flop cell with the highest count after synthesis as dfxtp_1.
- The run puts the number of flops mapped to enable cells by yosys at 10.
- The run puts the post-synthesis share of cell area spent on xor and xnor gates at 0.132.
- The run puts the area fraction in mux cells at 0.0122.

Clock network:
- The clock tree synthesis step divided the H-tree into 3 levels.
- The run gives the maximum count of clock buffers along a single path as 2.
- The run puts the post-CTS repair timing setup buffer count at 0.
- The run gives the number of instances resized during post-cts repair as 0.
- The run puts the clock transition at the register clock pins on the worst setup and hold paths after CTS at 0.06 ns.
- The run puts the number of CTS-inserted buffers at 9.
- The run gives the master cell of the clock root buffer as clkbuf_16.
- TritonCTS built the clock tree.
- The run gives the clock latency on the worst-skew pair as 0.33 ns.
- The run gives the hold buffer count at CTS as 0.
- The run puts the clock sink count at 60.

Timing:
- The run puts the number of hold violations in the final report at 0.
- The run gives the setup TNS after final layout as 0 ns.
- The most critical hold endpoint after final layout shows a slack of 0.418 ns.
- The run gives the worst slew margin relative to its limit as 0.525.
- The run puts the worst-margin pin slew at 0.711 ns.
- Counting pins that exceed their max-slew limit in the final report gives 0.
- Setup repair after global routing left no endpoint under its margin.
- Dividing the final minimum period by the clock period gives 0.568.
- The smallest clock period supported by the final layout is computed as 5.34 ns.
- For the final database, setup skew stands at 0.00729 ns.
- The last timing report of the flow puts the setup violation total at 0.
- Based on the critical path, the design can be clocked at up to 0.187 GHz.

Flow run:
- The run gives the OpenROAD warning count as 53.
- The run puts the number of max-cap violations at 0.

Critical path:
- STA classifies the critical path startpoint as a flip-flop.
- The required time at the worst endpoint is listed as 7.52 ns.
- The run gives the top fanout value on the critical path as 15.
- The run gives the worst path arrival time as 3.46 ns.
- The critical path is of the flip-flop to primary output type.
- STA classifies the critical path endpoint as a primary output.

Final layout:
- Counting only logic cells after layout, the most numerous master is dfxtp_1.
- The run gives the sequential cell area as 0.00130 sq mm.
- The layout has 1350 filler cells.
- Compared with the post-synthesis result, the final layout area differs by 11.4%.
- Of the cells placed in the final design, the portion with a size suffix greater than 1 is 0.0684.
- The run gives the cell area after layout as 0.00479 sq mm.
- The run gives the logic area as 0.00278 sq mm.
- Leaving out fill and tap cells, the most frequent cells in the layout are dfxtp_1 (50), nor2_1 (49), nand2_1 (44), xnor2_1 (39), ha_1 (37).

Detailed routing:
- The run gives the routed via count as 3545.
- The run puts the number of antenna repair diodes at 0.
- The run puts the number of iterations in the first detailed-routing pass at 4.
- For this block, the initial DRC count from the detailed router was 316.
- The run gives the count of antenna-violating nets left after detailed routing as 0.
- The final layout contains routed wiring with a total length of 9.17 mm.
- For this sky-water flow run, the detailed-routed wirelength per cell is reported as 13.3 um.
- The routed layout reports a DRC error count of 0.
- The run puts the number of vias per cell after detailed routing at 5.12.

Placed design:
- The run gives the final estimated routing congestion in global placement as 0.853.
- The run gives the instance area at placement as 0.00449 sq mm.
- The run gives the count of buffers inserted at the top-level ports as 5.
- The run puts the detailed placer's ending HPWL at 6.61 mm.

Global routing:
- The run gives the all-layer global routing usage as 0.138.
- The run puts the total global routing overflow at 0.
- The run gives the met2 routing resource usage after global routing as 0.212.
- The run gives the first-pass GRT wire length as 16.2 mm.
- The run puts the met3 track demand over resource in global routing at 0.0248.
- The run gives the via count of the first global-routing pass as 3370.
- The run gives the initial antenna violation count as 0.
- Per the GRT log, the top usage layer is met2.
- Entering global routing, the biggest net connects 34 pins.
- The run gives the global routing usage on met1 as 0.209.

Power:
- The script computed a power per unit cell area of 123 mW/mm^2.
- The run gives the total power as 591 uW.
- The run puts the peak ir drop on the vdd network at 79.8 uV.
- The run puts the reported leakage power at 1.94 nW.

Worst hold path:
- The run gives the classification of the worst-slack hold path as flip-flop to flip-flop.
[worst max-delay path, cell delays in order, from the launching register on]
cell and delay [ns]:
dfxtp_1 0.63, inv_1 0.25, ha_1 0.25, nor2b_1 0.11, o21a_1 0.11, o21a_1 0.10
o21a_1 0.12, o21a_1 0.11, o21a_1 0.11, o21a_1 0.10, o21ai_0 0.06, a2111oi_0 0.60
clkdlybuf4s50_1 0.58
[metal layers]
| metal | vias up | wire length, um | part of all wire |
|---|---|---|---|
| met5 | - | 0 | 0 |
| met2 | 77 | 3880 | 0.42 |
| met3 | 8 | 409 | 0.045 |
| met1 | 1643 | 4780 | 0.52 |
| li1 | 1817 | - | - |
| met4 | 0 | 103 | 0.011 |
[registers in the layout, indices dropped and copies added, names as in the netlist]
| signal | cells |
|---|---|
| RED_FRAMES | 10 |
| NONE_FRAMES | 10 |
| BLUE_FRAMES | 10 |
| pixel_count | 15 |
| BLUE_PIXELS | 15 |
[path summary, 6_finish.rpt]
check	start	to	slack, ns	cells after the start
hold reg to reg	pixel_count[0]	pixel_count[0]	0.42	1
setup / recovery	NONE_FRAMES[0]	RESULT[1]	4.06	12
setup reg to reg	pixel_count[5]	RED_FRAMES[4]	5.47	10
hold / removal	pixel_count[0]	pixel_count[0]	0.42	1
[where the power goes]
group | internal, mW | switching, mW
Clock | 0.206 | 0.123
Sequential | 0.260 | 0.0000896
Combinational | 0.00129 | 0.000512
Total | 0.468 | 0.123
[Yosys cell counts, drive strengths merged, types with 4 or more instances]
cell type  number
a211oi          7
a21o            6
a21oi          13
a31oi           4
and2            4
and3            7
and4            4
buf            17
clkbuf          6
dfxtp          50
edfxtp         10
ha             37
inv            30
nand2          45
nand3          23
nand4          22
nor2           51
nor2b           4
nor3           16
nor4           10
o211ai          8
o21a            6
o21ai           5
o31a            4
or4             6
xnor2          39
xor2           26
[logic make-up after synthesis]
family | Yosys count
AND-OR/OR-AND | 75
XOR/XNOR | 65
adder cells (fa/ha/maj) | 37
buffers and inverters | 53
flip-flops | 60
multiplexers | 5
other | 1
AND/OR/NAND/NOR | 209
[layout make-up]
cell class              instances  area share
well taps                     180      0.0470
flip-flops and latches         60       0.272
repair buffers                  8      0.0151
multi-input cells             398       0.580
clock buffers                   9      0.0470
inverters                      30      0.0235
clock inverters                 7      0.0157
[per-stage QoR]
stage,utilization,std cells,setup slack [ns]
2_1_floorplan,-,511,5.50
3_3_place_gp,0.322,676,4.46
3_5_place_dp,0.322,676,4.42
4_1_cts,0.344,692,4.04
5_1_grt,0.344,692,3.78
6_report,0.344,692,4.06
Power is estimated from default activity; no workload was simulated.
