`./design.v`:
```
module ONE_COUNT(
	number,
	ones
);
input [9:0] number;
output reg [3:0] ones;
integer i;
always @ (number)
begin
	ones = 0;
	for (i=0; i<10; i=i+1)
		ones = ones + number[i];
end
endmodule
```
`./run.sh`:
```
#!/bin/bash
# OpenROAD 26Q1-2900-gdf79404cd8, Yosys 0.63+post, stock flow scripts
make -C /OpenROAD-flow-scripts/flow DESIGN_CONFIG=/design/flow/config.mk WORK_HOME=/design/flow/orfs finish
```
`./config.mk`:
```
export PLATFORM = sky130hd
export DESIGN_NAME = ONE_COUNT
export DESIGN_NICKNAME = ONE_COUNT
export VERILOG_FILES = /design/flow/design.v
export SDC_FILE = /design/flow/constraint.sdc
export NUM_CORES = 4
export LEC_CHECK = 1
export CORE_AREA = 10 10 70 70
export DIE_AREA = 0 0 80 80
```
`./constraint.sdc`:
```
current_design ONE_COUNT

set clk_period 4.3
set clk_io_pct 0.2

create_clock -name clk0 -period $clk_period

set non_clock_inputs [all_inputs -no_clocks]
set_input_delay [expr $clk_period * $clk_io_pct] -clock clk0 $non_clock_inputs
set_output_delay [expr $clk_period * $clk_io_pct] -clock clk0 [all_outputs]
```
==> flow_metrics.env <==
# flow metrics
export IMPL_status="finished clean"
export IMPL_wl_per_cell_um=6.47
export IMPL_most_common_layout_cells="inv_2, inv_1, fa_1, clkdlybuf4s50_1, buf_2"
export IMPL_slowest_stage="fa_1"
export IMPL_chipArea_um2=6400
export IMPL_synthSimpleGateAreaFrac=0.0166
export IMPL_vias=196
export IMPL_io_pin_count=14
export IMPL_slew_violations=0
export IMPL_p_seq_frac=0
export IMPL_grt_max_degree=3
export IMPL_drt_total_wl_um=569
export IMPL_place_congestion=0.722
export IMPL_rsz0062_at_grt="yes"
export IMPL_synthesis_area_um2=226
export IMPL_worst_pin_slew_ns=0.133
export IMPL_syn_avg_cell_area_um2=8.09
export IMPL_rows=21
export IMPL_netSwitchingPower_uw=43.2
export IMPL_p_int_uw=58.1
export IMPL_hold_buffers=0
export IMPL_synth_chip_area_um2=226
export IMPL_fp_util=0.0663
export IMPL_grt_ovfl_total=0
export IMPL_post_cts_buffers=0
export IMPL_drv_cap=0
export IMPL_antenna_found_initial=0
export IMPL_drc=0
export IMPL_syn_inst=28
export IMPL_critPathKind="in2out"
export IMPL_cp_common_cell="inv_2"
export IMPL_place_area_um2=424
export IMPL_dpl_cell_count=88
export IMPL_grt_pass1_vias=220
export IMPL_syn_to_final_growth_pct=84.0
export IMPL_path_max_fanout=2
export IMPL_cp_top_family="adder cells"
export IMPL_p_sw_frac=0.427
export IMPL_ir_drop_uv=30.1
export IMPL_synth_logic_top_family="adder cells"
export IMPL_yosys_area_share_aoi=0.0221
export IMPL_hp_class="in2out"
export IMPL_dr_first_iter_drc_count=1
export IMPL_layout_drive_gt1_share=0.500
export IMPL_final_cells=88
export IMPL_fin_util=0.122
export IMPL_ys_types=6
export IMPL_n_clock_buffer=0
export IMPL_io_buffers=14
export IMPL_fp_dieW_um=80
export IMPL_fin_crit_ns=4.25
export IMPL_final_hold_violation_count=0
export IMPL_crit_start="number[0]"
export IMPL_critical_path_buf_inv_count=8
export IMPL_core_um2=3420
export IMPL_p_comb_frac=1.000
export IMPL_worstSetupStartpointType="input port"
export IMPL_max_freq_mhz=235
export IMPL_first_pass_iters=2
export IMPL_cp_required_ns=3.44
export IMPL_grt_pass1_wl_um=903
export IMPL_fillers=394
export IMPL_max_stage_delay_ns=0.54
export IMPL_finalCritPeriodShare=0.989
export IMPL_xor_share=0.0387
export IMPL_endpoint="ones[1]"
export IMPL_ant_nets=0
export IMPL_design_seq_count=0
export IMPL_worst_ep_arrival_time_ns=3.39
export IMPL_power_density_nw_per_um2=243
export IMPL_path_depth=13
export IMPL_tool_warnings=34
export IMPL_slew_headroom=0.911
export IMPL_ys_seq_frac=0
export IMPL_layout_cells_most_common="inv_2"
export IMPL_via_per_inst=2.23
export IMPL_n_antenna_cell=0
export IMPL_end_kind="output pin"
export IMPL_yosys_area_share_adder=0.641
export IMPL_place_hpwl_um=541
export IMPL_crit_path_cell_trace="buf_6 > inv_2 > fa_1 > inv_2 > fa_1 > inv_2 > fa_1 > inv_2 > ha_4 > inv_2 > fa_2 > inv_2 > buf_2"
export IMPL_setup_viol=0
export IMPL_ys_cells=28
export IMPL_die_h_um=80
export IMPL_power_share_clock=0
export IMPL_stdcell_area_um2=417
export IMPL_grt_usage=0.0167
export IMPL_regArea_um2=0
export IMPL_ys_sh_mux=0
export IMPL_ys_warn_count=1
export IMPL_power_leakage_nw=0.207
## worst min-delay path: cells and delay by family
family / cells / cell delay (ns)
buffers and inverters: 3 / 0.25
adders and majority gates: 2 / 0.41
xor gates and xnor gates: 1 / 0.08
## through the flow
stage | hold slack [ns] | power, mW | TNS (ns) | setup slack, ns
6_report | 2.46 | 0.101 | 0 | 0.0453
5_1_grt | 2.50 | 0.123 | -0.0638 | -0.0583
2_1_floorplan | 1.80 | 0.0432 | 0 | 0.278
3_5_place_dp | 2.78 | 0.105 | -2.18 | -0.773
4_1_cts | 2.46 | 0.0923 | -0.0358 | -0.0358
3_3_place_gp | 2.77 | 0.103 | -2.16 | -0.750
## power groups by stage
stage | clock network [mW] | logic (mW) | registers [mW]
after CTS | 0 | 0.0923 | 0
after global routing | 0 | 0.123 | 0
final | 0 | 0.101 | 0
## layout make-up
cell class / count / area, um2 / share of cell area
Timing Repair Buffer: 14 / 118 / 0.282
Tap cell: 46 / 57.6 / 0.138
Inverter: 17 / 63.8 / 0.153
Multi-Input combinational cell: 11 / 178 / 0.426
## metal layers
metal  GRT usage  vias to the layer above  share of wire
li1            -                       98              -
met5           0                        -              0
met4           0                        0              0
met3     0.00227                        0          0.062
met1      0.0174                       91           0.41
met2      0.0353                        7           0.52
## worst min path at each step
stage | startpoint | to | slack (ns) | cells past startpoint
6_report | number[9] | ones[2] | 2.46 | 6
5_1_grt | number[9] | ones[2] | 2.50 | 6
4_1_cts | number[9] | ones[2] | 2.46 | 6
## synthesized netlist by cell type
| master | instances | share of area |
|---|---|---|
| inv_1 | 17 | 0.28 |
| fa_1 | 6 | 0.53 |
| ha_1 | 2 | 0.11 |
| a21oi_1 | 1 | 0.022 |
| nor2_1 | 1 | 0.017 |
| xor2_1 | 1 | 0.039 |
## kinds of logic (layout without fill, tap and decap cells)
group | count (synthesis) | after routing
buf+inv | 17 | 31
fa+ha+maj | 8 | 8
compound gates | 1 | 1
xor+xnor | 1 | 1
simple gates | 1 | 1
## repair_timing
action / CTS / global route
pin swaps: 5 / 5
cloned: 0 / 0
endpoints found under the setup margin: 4 / 3
gates resized: 33 / 9
Power and IR drop assume default switching activity.
